### flow/run.sh
#!/bin/bash
# OpenROAD 26Q1-2900-gdf79404cd8, Yosys 0.63+post, stock flow scripts
make -C /OpenROAD-flow-scripts/flow DESIGN_CONFIG=/design/flow/config.mk WORK_HOME=/design/flow/orfs finish
### flow/config.mk
export PLATFORM = sky130hd
export DESIGN_NAME = convolver
export DESIGN_NICKNAME = convolver
export VERILOG_FILES = /design/flow/design.v
export SDC_FILE = /design/flow/constraint.sdc
export NUM_CORES = 4
export LEC_CHECK = 1
export CORE_UTILIZATION = 50
export SYNTH_HDL_FRONTEND = slang
### flow/constraint.sdc
current_design convolver

set clk_period 32.4
set clk_io_pct 0.2

create_clock -name clk0 -period $clk_period [get_ports {clk_i}]

set non_clock_inputs [all_inputs -no_clocks]
set_input_delay [expr $clk_period * $clk_io_pct] -clock clk0 $non_clock_inputs
set_output_delay [expr $clk_period * $clk_io_pct] -clock clk0 [all_outputs]
### flow/design.v
`timescale 1ns / 1ps
module convolver #(
    parameter integer n = 28,    
    parameter integer k = 5,     
    parameter integer N = 16,    
    parameter integer Q = 12     
)(
    input logic clk_i,
    input logic rst_i,
    input logic en_i,
    input logic signed [N-1:0] activation_i,
    input logic [N-1:0] weights_i[0:k-1][0:k-1],
    output logic signed [N-1:0] conv_o,
    output logic val_conv_o,
    output logic done_conv_o
);
    localparam NUM_LINE_BUFFER = k-1;
    logic [N-1:0] line_buffer [0:NUM_LINE_BUFFER-1][0:n-1];
    logic [N-1:0] window [0:k-1][0:k-1];
    logic [$clog2(n)-1:0] row_counter;
    logic [$clog2(n)-1:0] col_counter;
    enum logic [1:0] {
        IDLE,
        PROCESSING,
        DONE
    } state, next_state;
    always_ff @(posedge clk_i) begin
        if (state == PROCESSING) begin
            for (int i = 0; i < k; i++) begin
                for (int j = k - 1; j > 0; j--) begin
                    window[i][j] <= window[i][j-1];
                end
                if (i == k - 1) begin
                    window[k-1][0] <= activation_i;
                end else begin
                    window[i][0] <= line_buffer[i][col_counter]; 
                end
            end
            if (NUM_LINE_BUFFER > 0) begin
                for (int i = 0; i < NUM_LINE_BUFFER; i++) begin
                    if (i == NUM_LINE_BUFFER - 1) begin
                        line_buffer[i][col_counter] <= activation_i; 
                    end else begin
                        line_buffer[i][col_counter] <= line_buffer[i+1][col_counter]; 
                    end
                end
            end
        end
    end
    always_comb begin
        conv_o = 0;  
        for (int i = 0; i < k; i++) begin
            for (int j = 0; j < k; j++) begin
                conv_o += ($signed(window[i][j]) * $signed(weights_i[i][j]));
            end
        end
    end
    always_comb begin 
        done_conv_o = 0;
        case(state)
            IDLE: begin
                done_conv_o = 0;
            end
            PROCESSING: begin
                done_conv_o = 0;
            end
            DONE: begin
                done_conv_o = 1;
            end
        endcase
    end
    always_comb begin
        next_state = state; 
        case(state)
            IDLE: begin
                if(en_i) begin
                    next_state = PROCESSING;
                end
            end
            PROCESSING: begin
                if(row_counter == n-1 && col_counter == n-1) begin
                    next_state = DONE;
                end
            end
            DONE: begin
                if(!en_i) begin
                    next_state = IDLE;
                end
            end
            default: next_state = IDLE; 
        endcase
    end
    always_ff @(posedge clk_i or posedge rst_i) begin
        if(rst_i) begin
            state <= IDLE;
            row_counter <= 0;
            col_counter <= 0;
            val_conv_o <= 0;
        end
        else begin
            state <= next_state;
            if(state == PROCESSING) begin
                if((row_counter >= k-1) && (col_counter >= k-1)) begin
                    val_conv_o <= 1;
                end
                else begin
                    val_conv_o <= 0;
                end
                if(col_counter == n-1) begin
                    col_counter <= 0;
                    row_counter <= row_counter+1;
                end
                else begin
                    col_counter <= col_counter+1;
                end
            end
            else if(state == IDLE && next_state == PROCESSING) begin
                row_counter <= 0;
                col_counter <= 0;
            end
            if(state == DONE) begin
                val_conv_o <= 0;
            end
        end 
    end
endmodule
==> run_summary.xml <==
<?xml version="1.0" encoding="UTF-8"?>
<metrics>
  <group name="status">
    <metric name="outcome" unit="">finished, final reports clean</metric>
  </group>
  <group name="worst_setup_path">
    <metric name="critical_path.startpoint_type" unit="">primary input</metric>
    <metric name="path_class" unit="">primary input to primary output</metric>
    <metric name="crit_top_cell" unit="">sky130_fd_sc_hd__fa_1</metric>
    <metric name="worst_path_maximum_fanout" unit="">15</metric>
    <metric name="critical_path_required" unit="ps">25920</metric>
    <metric name="setup.reg_to_reg.worst_slack" unit="ps">26570</metric>
    <metric name="worstRegToRegCells" unit="">8</metric>
    <metric name="timing.critical_path.arrival" unit="ps">18400</metric>
    <metric name="critPathMaxStageDelay" unit="ps">980</metric>
    <metric name="worstSetupEndpointType" unit="">primary output</metric>
    <metric name="slowest_cp_cell" unit="">sky130_fd_sc_hd__clkdlybuf4s50_1</metric>
  </group>
  <group name="placement">
    <metric name="dp.cells" unit="">19660</metric>
    <metric name="dp_hpwl" unit="um">439500</metric>
    <metric name="port_buf_inserts" unit="">436</metric>
    <metric name="final_weighted_congestion_of_routability_driven_global_placement" unit="">1.040</metric>
    <metric name="post_dp_cell_area" unit="mm^2">0.1940</metric>
  </group>
  <group name="floorplanning">
    <metric name="chipHeight" unit="um">607.6</metric>
    <metric name="floorplan.initialDensity" unit="%">50.20</metric>
    <metric name="fp.coreArea" unit="mm^2">0.3653</metric>
    <metric name="io_pins" unit="">437</metric>
    <metric name="row_count" unit="">222</metric>
    <metric name="die_area" unit="mm^2">0.3692</metric>
    <metric name="die_w" unit="um">607.6</metric>
  </group>
  <group name="clocking">
    <metric name="cts.reportedPaths.clkPinSlew" unit="ps">50</metric>
    <metric name="cts_tree" unit="">done</metric>
    <metric name="worst_skew_pair.late_latency" unit="ps">960</metric>
    <metric name="cts_root_buf" unit="">sky130_fd_sc_hd__clkbuf_16</metric>
    <metric name="postCtsResizedCells" unit="">0</metric>
    <metric name="ctsLongestPathBuffers" unit="">4</metric>
    <metric name="depth_of_the_cts_h_tree" unit="">4</metric>
    <metric name="post_cts_buffers" unit="">0</metric>
    <metric name="cts.hold.buffers_added" unit="">0</metric>
    <metric name="cts_inserted_buffers" unit="">241</metric>
    <metric name="cts.sink_count" unit="">2206</metric>
  </group>
  <group name="global_route">
    <metric name="globalRoute.totalOverflow" unit="">0</metric>
    <metric name="grt_start_max_net_pins" unit="">78</metric>
    <metric name="antenna_found_initial" unit="">100</metric>
    <metric name="vias_in_the_first_global_route" unit="">120800</metric>
    <metric name="grt_first_pass_wirelength" unit="um">835200</metric>
    <metric name="global_route.usage.total" unit="%">35.41</metric>
  </group>
  <group name="cells_and_area">
    <metric name="layout.cell_area.non_filler" unit="mm^2">0.2019</metric>
    <metric name="post_route_cells_drive_above_1_share" unit="%">7.637</metric>
    <metric name="layoutNonFillerInstCount" unit="">20170</metric>
    <metric name="syn_to_final_growth" unit="%">10.12</metric>
    <metric name="mi_logic_area" unit="mm^2">0.1041</metric>
    <metric name="nFillCells" unit="">30440</metric>
    <metric name="ff_latch_area" unit="mm^2">0.06619</metric>
  </group>
  <group name="route">
    <metric name="post-route-drc-count" unit="">0</metric>
    <metric name="routed_wire_length_per_instance" unit="um">28.36</metric>
    <metric name="routed-via-count" unit="">108800</metric>
    <metric name="post_drt_via_cell_ratio" unit="">5.392</metric>
    <metric name="final_antenna_net_count" unit="">0</metric>
    <metric name="finalWirelength" unit="um">571900</metric>
    <metric name="firstDrtPassIters" unit="">15</metric>
    <metric name="drt_iter0_drc" unit="">5833</metric>
  </group>
  <group name="timing">
    <metric name="layout_worst_path_cycle_share" unit="%">76.78</metric>
    <metric name="finalSetupTns" unit="ps">0</metric>
    <metric name="clock.fmax" unit="MHz">40.20</metric>
    <metric name="hold_viol" unit="">0</metric>
    <metric name="grt_setup_unrepaired" unit="">no</metric>
    <metric name="max-slew-margin-rel" unit="%">36.46</metric>
    <metric name="setup_viol" unit="">0</metric>
    <metric name="whs" unit="ps">454.5</metric>
    <metric name="tightest_slew" unit="ps">946.3</metric>
    <metric name="fin_worst_skew" unit="ps">86.87</metric>
    <metric name="final-max-slew-violation-count" unit="">0</metric>
    <metric name="post-route-min-period" unit="ps">24880</metric>
  </group>
  <group name="logic_synthesis">
    <metric name="synth-seq-area-share" unit="%">36.09</metric>
    <metric name="yosys.area.top_type" unit="">sky130_fd_sc_hd__edfxtp_1</metric>
    <metric name="enable_flop_cells" unit="">2192</metric>
    <metric name="synth.top_cells.by_area" unit="">sky130_fd_sc_hd__edfxtp_1 36%, sky130_fd_sc_hd__fa_1 28%, sky130_fd_sc_hd__ha_1 8.0%</metric>
    <metric name="postSynth.asyncResetShare" unit="%">0.6346</metric>
    <metric name="common_cells" unit="">2979 x sky130_fd_sc_hd__inv_1, 2576 x sky130_fd_sc_hd__fa_1, 2192 x sky130_fd_sc_hd__edfxtp_1</metric>
    <metric name="yosys-stat-area" unit="mm^2">0.1834</metric>
    <metric name="synth-cells-yosys" unit="">14700</metric>
    <metric name="ys_ff" unit="">2206</metric>
    <metric name="synth-warning-count" unit="">0</metric>
    <metric name="synthesis.instances" unit="">14700</metric>
    <metric name="yosysTopAreaCellShare" unit="%">35.89</metric>
    <metric name="syn_avg_cell_area" unit="um^2">12.48</metric>
    <metric name="cell_with_the_most_instances_after_synthesis" unit="">sky130_fd_sc_hd__inv_1</metric>
    <metric name="synth.lib_cells_used.distinct" unit="">50</metric>
    <metric name="synthesis.area" unit="mm^2">0.1834</metric>
    <metric name="ys_dominant_reg_cell" unit="">sky130_fd_sc_hd__edfxtp_1</metric>
  </group>
  <group name="min_path">
    <metric name="timing.hold.worst_path_depth" unit="">0</metric>
    <metric name="holdCritPathClass" unit="">flop to flop</metric>
  </group>
  <group name="job">
    <metric name="maxCapViolations" unit="">0</metric>
    <metric name="log.warning_count" unit="">37</metric>
  </group>
</metrics>
## critical path: cells and delay by family
kind | cells | cell delay (ps)
buf+inv | 8 | 1950
xor+xnor | 10 | 2380
simple gates | 1 | 190
fa+ha+maj | 14 | 7390
## logic make-up after synthesis
| logic type | after synthesis | share of synthesized area (%) |
|---|---|---|
| fa+ha+maj | 3752 | 36.15 |
| simple gates | 3616 | 9.459 |
| mux | 573 | 6.401 |
| flops | 2206 | 36.09 |
| xor+xnor | 835 | 4.007 |
| buf+inv | 3537 | 7.280 |
| compound gates | 177 | 0.6195 |
## placed cells by master (no fill, tap or decap), types with 60 or more instances in the layout
master / synthesis / layout
sky130_fd_sc_hd__ha_1: 1176 / 1176
sky130_fd_sc_hd__diode_2: 0 / 60
sky130_fd_sc_hd__edfxtp_1: 2192 / 2192
sky130_fd_sc_hd__xnor2_1: 700 / 699
sky130_fd_sc_hd__buf_4: 3 / 266
sky130_fd_sc_hd__xor2_1: 132 / 132
sky130_fd_sc_hd__clkbuf_16: 0 / 241
sky130_fd_sc_hd__clkinv_1: 0 / 60
sky130_fd_sc_hd__and2_1: 1444 / 1444
sky130_fd_sc_hd__clkdlybuf4s50_1: 0 / 436
sky130_fd_sc_hd__fa_1: 2576 / 2576
sky130_fd_sc_hd__o21ai_0: 65 / 64
sky130_fd_sc_hd__mux2i_1: 68 / 68
sky130_fd_sc_hd__mux4_2: 477 / 477
sky130_fd_sc_hd__inv_1: 2979 / 2978
sky130_fd_sc_hd__nand2_1: 2051 / 2051
## through the flow
step	util, %	setup slack (ps)
3_3_place_gp	53.12	7567
5_1_grt	55.27	7106
3_5_place_dp	53.12	7584
6_report	55.28	7524
4_1_cts	55.24	7569
2_1_floorplan	-	9904
## registers in the layout, summed over array words and instances (netlist names)
name	cells
state	3
val_conv_o	1
col_counter	5
line_buffer	1792
row_counter	5
window	400
## worst paths after layout
path	start	to
worst min register to register	window[0][47]$_DFFE_PP_	window[0][31]$_DFFE_PP_
worst max register to register	col_counter[0]$_DFFE_PP0P_	line_buffer[0][225]$_DFFE_PP_
max in group asynchronous	rst_i	col_counter[1]$_DFFE_PP0P_
worst max-delay path	weights_i[385]	conv_o[15]
worst min-delay path	window[0][47]$_DFFE_PP_	window[0][31]$_DFFE_PP_
min in group asynchronous	rst_i	row_counter[1]$_DFFE_PP0P_
## final cells by class
cell class	count	share of cell area [%]
inverters	2980	5.544
clock inverters	156	0.7652
flip-flops and latches	2206	32.78
multi-input cells	8953	51.56
clock buffers	289	3.076
diodes	60	0.07435
well taps	4816	2.984
repair buffers	709	3.220
## metal layers
| metal | up-vias | wire (um) | GRT usage, % | share of wire, % |
|---|---|---|---|---|
| met5 | - | 172 | 0 | 0.030 |
| met4 | 26 | 39630 | 18.10 | 6.9 |
| met3 | 1076 | 76440 | 18.87 | 13 |
| met2 | 5339 | 269900 | 51.64 | 47 |
| met1 | 55330 | 185700 | 45.33 | 32 |
| li1 | 46980 | - | - | - |
